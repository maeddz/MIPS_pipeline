==> design.v <==
module processor(input clk,rst, is_forward,
inout[15:0] SRAM_DQ,output ready,output SRAM_UB_N, SRAM_LB_N,SRAM_WB_N,SRAM_CE_N,SRAM_OE_N,
  output[17:0] SRAM_ADDR);
    wire[31:0] pcadderout,romout,
                ifpcout,ifromout,idpcout,idromout,
                exepcout,exeromout,mempcout,memromout,
                Reg2,Val2,Reg1,
                idReg2,idVal2,idReg1 ;
    wire IF_flush,Br_taken,MEM_R_EN, MEM_W_EN, WB_EN_out, ID_flush,idBr_taken,idMEM_R_EN, idMEM_W_EN, idwB_EN_out;
    wire[3:0] EXE_CMD, idEXECMD;
    wire[4:0] Dest, idDest;
    wire[1:0]BR_type;
    wire [31:0] aluresult,ALU_result_exe,SRC2_val_exe, BR_address;
    wire WB_EN_exe, MEM_READ_exe, MEM_WRITE_exe;
    wire [4:0] DST_exe;
    wire [1:0]idBr_type;
    wire [31:0]aluout, memReadData, memoryOutMEM;
    wire [4:0]desout;
    wire wbout, mem_read_out;
    wire [31:0]wb_out;
	  wire hazarddetection;
	  wire sram_freeze;
    wire tmpfreeze;
    assign tmpfreeze = hazarddetection | sram_freeze;
    IF _if(.clk(clk),.rst(rst),.freeze(tmpfreeze), .branch_taken(Br_taken), 
    .branchaddress(BR_address),.pcadderout(pcadderout),.romout(romout));
    registerIF _reg_if(.clk(clk), .rst(rst),.freeze(tmpfreeze),.flush(Br_taken), .pcadderout(pcadderout)
    ,.romout(romout),.ifpcout(ifpcout),.ifromout(ifromout));
    wire is_st_br, is_st_br_id;
    wire [4:0]tmp,tmp1,src1,src2; 
    ID_stage _id_stage(.clk(clk),.rst(rst),.MEM_WB_EN(WB_EN_exe), .EXE_WB_EN(idwB_EN_out),.EXE_Dest(idDest), .MEM_Dest(DST_exe),.Instruction(ifromout), .Res_WB(wb_out),.WB_EN(wbout),.WB_Dest(desout),
                .MEM_R_EN(MEM_R_EN), .MEM_W_EN(MEM_W_EN), .WB_EN_out(WB_EN_out),
                .EXE_CMD(EXE_CMD),.is_st_br(is_st_br) ,.Dest(Dest),.src1out(tmp),.src2out(tmp1), .Reg2(Reg2),.Val2(Val2),.Reg1(Reg1), .BR_type(BR_type), .hazarddetection(hazarddetection),
                .mem__en(idMEM_R_EN), .is_forward(is_forward)); 
    registerID _reg_id( .clk(clk), .is_st_br(is_st_br),.is_st_br_id(is_st_br_id),.rst(rst),
                       .Flush(Br_taken),.Br_type_in(BR_type),.MEM_R_EN_in(MEM_R_EN), .MEM_W_in(MEM_W_EN), .WB_EN_in(WB_EN_out),
                        .Dest_in(Dest),.ifpcout(ifpcout), .ifromout(ifromout), .Reg2_in(Reg2), .Reg1_in(Reg1), .Val2_in(Val2),
                    .EXE_CMD_in(EXE_CMD) ,  .idpcout(idpcout),.Reg2(idReg2),.Val2(idVal2),.Reg1(idReg1), 
                    .src1(tmp),.src2(tmp1),.src1out(src1),.src2out(src2),
                    .Dest(idDest),  .Br_type(idBr_type), .MEM_R_EN(idMEM_R_EN), .MEM_W_EN(idMEM_W_EN),
                    .WB_in(idwB_EN_out), .EXE_CMD(idEXECMD),.freeze(sram_freeze));
    wire [1:0] sel1,sel2,sel3;
    wire [31:0] bufreg2;
     EXE _exe(.Reg1(idReg1), .Reg2(idReg2), .Val2(idVal2), .PC(idpcout),.EXE_CMD(idEXECMD),
                    .BR_type(idBr_type),.ALU_result(aluresult), 
                     .BR_taken(Br_taken), .BR_address(BR_address)
                      ,.MemValue(ALU_result_exe),.WbValue(wb_out),.sel1(sel1),.sel2(sel2),.sel3(sel3),
                     .reg2out(bufreg2));
    registerEXE _regexe(.clk(clk), .rst(rst),.WB_EN(idwB_EN_out) ,.MEM_READ(idMEM_R_EN),.MEM_WRITE(idMEM_W_EN), 
                             .ALU_result(aluresult),.SRC2_val(bufreg2), .DST(idDest),.WB_EN_exe(WB_EN_exe)
                             ,.MEM_READ_exe(MEM_READ_exe),.MEM_WRITE_exe(MEM_WRITE_exe),
                             .ALU_result_exe(ALU_result_exe),.SRC2_val_exe(SRC2_val_exe),.DST_exe(DST_exe)
                             ,.freeze(sram_freeze));
    MEM _memory( .write_data(SRC2_val_exe),.address(ALU_result_exe),
                .clk(clk),.rst(rst),.MemRead(MEM_READ_exe),.MemWrite(MEM_WRITE_exe),.read_data(memReadData),
                .SRAM_DQ(SRAM_DQ), 
                         .ready(ready),.SRAM_UB_N(SRAM_UB_N), .SRAM_LB_N(SRAM_LB_N),.SRAM_WB_N(SRAM_WB_N),
                       .SRAM_CE_N(SRAM_CE_N), .SRAM_OE_N(SRAM_OE_N), .SRAM_ADDR(SRAM_ADDR) , .sram_freeze(sram_freeze));
    registerMEM _reg_mem(.clk(clk), .rst(rst),.WB_in(WB_EN_exe),.mem_readin(MEM_READ_exe),.dest(DST_exe),
                        .alu(ALU_result_exe),.memoryin(memReadData),
                        .aluout(aluout),.memoryout(memoryOutMEM),.mem_readout(mem_read_out)
                        ,.WB_out(wbout),.desout(desout),.freeze(sram_freeze) );
    MUX_32_1 _mux_wb(.mux0(aluout),.mux1(memoryOutMEM), .sel(mem_read_out),.muxout(wb_out));
    forwardunit _forwardunit(.src1(src1),.src2(src2),.Dest_exe(idDest),.Dest_mem(DST_exe),
                .Dest_wb(desout),.wb_mem(WB_EN_exe),.wb_wb(wbout),.is_st_br(is_st_br_id),
                .sel1(sel1),.sel2(sel2),.sel3(sel3));
endmodule
module mapping(input [3:0]p, output reg[6:0]hex);
    always@(*)begin
        case (p)
            4'b0:hex=7'b1000000;
            4'b0001:hex=7'b1111001;
            4'b0010:hex=7'b0100100;
            4'b0011:hex=7'b0110000;
            4'b0100:hex=7'b0011001;
            4'b0101:hex=7'b0010010;
            4'b0110:hex=7'b0000010;
            4'b0111:hex=7'b1111000;
            4'b1000:hex=7'b0000000;
            4'b1001:hex=7'b0010000;
        default begin
            hex=7'b0111111;
        end
        endcase
    end
endmodule
==> run.sh <==
#!/bin/bash
# OpenROAD 26Q1-2900-gdf79404cd8, Yosys 0.63+post, stock flow scripts
make -C /OpenROAD-flow-scripts/flow DESIGN_CONFIG=/design/flow/config.mk WORK_HOME=/design/flow/orfs finish
==> config.mk <==
export PLATFORM = sky130hd
export DESIGN_NAME = mapping
export DESIGN_NICKNAME = mapping
export VERILOG_FILES = /design/flow/design.v
export SDC_FILE = /design/flow/constraint.sdc
export NUM_CORES = 4
export LEC_CHECK = 1
export CORE_AREA = 10 10 70 70
export DIE_AREA = 0 0 80 80
==> constraint.sdc <==
current_design mapping

set clk_period 1.0
set clk_io_pct 0.2

create_clock -name clk0 -period $clk_period

set non_clock_inputs [all_inputs -no_clocks]
set_input_delay [expr $clk_period * $clk_io_pct] -clock clk0 $non_clock_inputs
set_output_delay [expr $clk_period * $clk_io_pct] -clock clk0 [all_outputs]
==> ci_impl_report.md <==
### Metrics collected by this job

| Metric | Value |
|---|---|
| Yosys warns | `1` |
| Startpoint Class | `input pin` |
| CP Data Required Time | `0.80 ns` |
| Slew of the pin with the lowest slew margin | `0.1803 ns` |
| Crit path DAT | `0.96 ns` |
| Layout area overhead | `107.3%` |
| AO/OA Area Share | `0.2135` |
| Die Wd | `80 um` |
| Final worst path period share | `1.165` |
| Post-synth mux share | `0.04167` |
| WL/cell | `8.021 um` |
| Power Density | `339.4 nW/um^2` |
| I/O Buffers | `11` |
| DPL Wire Length | `560.9 um` |
| First-pass GRT wire length | `1262 um` |
| Synth Area per Inst | `7.749 um^2` |
| XORs/XNORs by Area | `0` |
| Sequential Area | `0 um^2` |
| Total die size | `6400 um^2` |
| Die H | `80 um` |
| Most common logic cells in the final layout | `buf_2, buf_4, ha_4, buf_6` |
| Static Leakage | `0.2187 nW` |
| ANT nets after route | `0` |
| Fin Hold WS | `0.7796 ns` |
| Post-synth cell types | `20` |
| Max VDD drop | `0.04919 mV` |
| Cell area after synthesis | `240.2 um^2` |
| Pre-Repair DR Iteration Count | `2` |
| Via count of the routed design | `274` |
| Fp util | `0.07033` |
| Unrepaired setup endpoints after global routing | `true` |
| # DRC | `0` |
| Final setup vio count | `7` |
| Highest-count logic cell in the final layout | `buf_2` |
| Run status | `finished with violations` |
| Via/cell ratio | `2.884` |
| Maximum clock rate | `858.6 MHz` |
| N_diodes | `0` |
| Post-Synth Adder-Cell Area | `0.2604` |
| Max_slew headroom | `0.8774` |
| Placer Congestion | `0.7440` |
| Tool warnings | `38` |
| Yosys cell count | `31` |
| Hold Crit Class | `in -> out` |
| All-layer global routing usage | `0.02240` |
| Share of synthesized cell area in and, or, nand and nor gates | `0.3281` |
| GRT overflow | `0` |
| CP Capture Type | `output pin` |
| Site Rows | `21` |
| Share of layout cells above drive strength 1 | `0.6531` |
| Final hold vios | `0` |
| Place WS | `-1.046 ns` |
| Post-Route WL | `762 um` |
| Initial DRC count | `15` |
| Critical path fanouts, max | `2` |
| Top non-seq family | `simple AND/OR/NAND/NOR gates` |
| Largest net degree at the start of global routing | `10` |
| Vias in the first global route | `265` |
| # clk buffers | `0` |
| Max-capacitance violation count | `0` |
| Slew Viols, Final | `0` |
| IO Pins | `11` |
| Final WS setup | `-0.1646 ns` |
| Initial antenna violation count | `0` |
| Post-Synthesis Cells | `31` |
| Core area | `3416 um^2` |
| Yosys synthesis chip area | `240.2 um^2` |
| Flop count | `0` |
| Setup CP Type | `in -> out` |
| Failing checks | `negative setup slack` |
| Final Critical Period | `1.165 ns` |
| Synth Seq Share | `0` |
==> cell type report <==
type / instances / area (um^2)
inverter: 4 / 20.02
tap: 46 / 57.56
fill: 385 / 2918
multi-input combinational: 25 / 270.3
timing repair buffer: 20 / 150.1
==> cell families after synthesis <==
family                   Yosys count
buffers and inverters              6
AND-OR/OR-AND                      8
adder cells (fa/ha/maj)            5
AND/OR/NAND/NOR                   11
multiplexers                       1
==> worst max-delay path, stage by stage <==
cell	delay [ns]
buf_6	0.08
inv_2	0.05
buf_6	0.12
ha_4	0.14
mux2i_2	0.17
a22oi_1	0.08
buf_2	0.12
==> metal layers <==
layer / up-vias / share of wire / GRT usage
li1: 143 / - / -
met2: 9 / 0.44 / 0.03852
met5: - / 0 / 0
met3: 0 / 0.098 / 0.005682
met4: 0 / 0 / 0
met1: 122 / 0.46 / 0.02900
==> synthesized netlist by cell type (2+ instances only) <==
| library cell | n | area share |
|---|---|---|
| a21oi_1 | 2 | 0.042 |
| a22oi_1 | 2 | 0.062 |
| buf_6 | 2 | 0.094 |
| ha_1 | 5 | 0.26 |
| inv_1 | 4 | 0.062 |
| nor2_1 | 2 | 0.031 |
==> report_power, final <==
part / internal (W) / leakage, nW / total, W / switching, W
logic: 0.0000983 / 0.219 / 0.000169 / 0.0000707
clock network: 0 / 0 / 0 / 0
registers: 0 / 0 / 0 / 0
==> worst paths after layout <==
check	start	endpoint	cells after the start
worst max-delay path	p[1]	hex[0]	7
worst min-delay path	p[2]	hex[5]	3
==> through the flow <==
| step | setup TNS (ns) | total power [W] | area (um^2) | instances | utilization |
|---|---|---|---|---|---|
| floorplan | 0 | 0.00006183 | 240.2 | 31 | - |
| global placement | -6.786 | 0.0001545 | 437.9 | 93 | 0.1282 |
| detailed placement | -6.755 | 0.0001550 | 437.9 | 93 | 0.1282 |
| CTS | -0.9381 | 0.0001618 | 480.5 | 95 | 0.1407 |
| global route | -1.207 | 0.0001883 | 498.0 | 95 | 0.1458 |
| finish | -0.8523 | 0.0001690 | 498.0 | 95 | 0.1458 |
==> timing repair <==
| item | CTS | global route |
|---|---|---|
| setup buffers | 2 | 0 |
| setup endpoints to repair | 7 | 7 |
| gates resized | 58 | 3 |
| pin swaps | 7 | 3 |
| hold buffers | 0 | 0 |
| cloned | 0 | 0 |
Power is estimated from default activity; no workload was simulated.
