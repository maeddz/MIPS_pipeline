<file path="flow/design.v">
module memory(input[31:0] write_data,input[31:0] address,input clk,rst,MemRead,MemWrite,output[31:0] read_data);
	reg [31:0] Memory[63:0];
	assign read_data=(MemRead)?Memory[{2'b0,address[31:2]}]:32'b0;
	always@(posedge clk)begin
		if(MemWrite)
			Memory[{2'b0,address[31:2]}]<=write_data;
	end
endmodule
</file>
<file path="flow/run.sh">
#!/bin/bash
# OpenROAD 26Q1-2900-gdf79404cd8, Yosys 0.63+post, stock flow scripts
make -C /OpenROAD-flow-scripts/flow DESIGN_CONFIG=/design/flow/config.mk WORK_HOME=/design/flow/orfs finish
</file>
<file path="flow/config.mk">
export PLATFORM = sky130hd
export DESIGN_NAME = memory
export DESIGN_NICKNAME = memory
export VERILOG_FILES = /design/flow/design.v
export SDC_FILE = /design/flow/constraint.sdc
export NUM_CORES = 4
export LEC_CHECK = 1
export CORE_UTILIZATION = 40
</file>
<file path="flow/constraint.sdc">
current_design memory

set clk_period 40.7
set clk_io_pct 0.2

create_clock -name clk0 -period $clk_period [get_ports {clk}]

set non_clock_inputs [all_inputs -no_clocks]
set_input_delay [expr $clk_period * $clk_io_pct] -clock clk0 $non_clock_inputs
set_output_delay [expr $clk_period * $clk_io_pct] -clock clk0 [all_outputs]
</file>
==> impl_metrics.json <==
{
  "run_status": "complete, no violations",
  "largest_reg_flops": 2048,
  "period_used_pct": 54.6,
  "worstPathRequired_ps": 32560,
  "antenna_found_initial": 4,
  "core_area_mm2": 0.199,
  "compound_area_share_pct": 11.0,
  "yosys_most_used_dff": "edfxtp_1",
  "grt.overflow.total": 0,
  "regArea_mm2": 0.0615,
  "path_max_fanout": 61,
  "stdcell_count": 7609,
  "dp.cells": 7231,
  "final_cell_mix": "2,048 x edfxtp_1, 275 x a221oi_1, 248 x a22oi_1, 221 x buf_4, 205 x clkbuf_16",
  "endpoint_kind": "output port",
  "drt-total-wl_um": 220000,
  "cts-root-buf": "clkbuf_16",
  "slew_violations": 0,
  "synthArstFlopShare_pct": 0,
  "tns_ps": 0,
  "synthMuxAreaShare_pct": 3.84,
  "avgSynthCellArea_um2": 17.2,
  "post_synth_xor_area_fraction_pct": 0,
  "track_usage_pct": 23.6,
  "yosys.area_share.adder_pct": 0,
  "lay_top_count": "edfxtp_1",
  "fillCellCount": 16650,
  "cts_tree": "yes",
  "drt_pass1_iterations": 7,
  "hpwl_um": 123000,
  "clock-sinks": 2048,
  "gp_congestion": 0.868,
  "leakage_nw": 28.2,
  "cts_htree_levels": 4,
  "finalHoldViolCount": 0,
  "grt_max_degree": 94,
  "synth_warnings": 1,
  "final-comb-area_mm2": 0.0175,
  "rsz0062_at_grt": "no",
  "p_per_area_mw_per_mm2": 47.9,
  "warnings": 53,
  "finalSetupViolations": 0,
  "ys_types": 58,
  "drc_errors": 0,
  "simple_gate_share_pct": 6.28,
  "fmax_mhz": 45.0,
  "cts_setup_buffers": 0,
  "synthTopLogicFamily": "AND-OR/OR-AND gates",
  "worst_slew_pin_slew_ps": 1110,
  "via_per_inst": 5.93,
  "cts-resized-gates": 0,
  "detail_route.wl_per_cell_um": 28.9,
  "syn_inst": 4674,
  "cts_made_buffers": 203,
  "post-route-min-period_ps": 22240,
  "drv_cap": 0,
  "io_buffers": 72,
  "ys_ff": 2048,
  "cp-start-kind": "primary input",
  "syn_area_mm2": 0.0802,
  "area_growth_pct": 13.4,
  "cts-hold-fix-buffers": 0,
  "clk_pin_slew_ps": 60,
  "ios": 100,
  "num_vias": 45091,
  "grt_pass1_vias": 46872,
  "edf_count": 2048,
  "max_slew_margin_pct": 24.2,
  "layout-drive-gt1-share_pct": 14.4,
  "ir_drop_uv": 40.8,
  "die_area_mm2": 0.202,
  "arrival_ps": 14100,
  "hold_path_class": "primary input to register",
  "grt_pass1_wl_um": 321000,
  "drtIter0Drc": 2665,
  "yosysChipArea_mm2": 0.0802,
  "path_class": "primary input to output port",
  "ant_nets": 0,
  "yosys_cells": 4674,
  "die_w_um": 450,
  "initial_core_util_pct": 40.2,
  "die_h_um": 450,
  "num_rows": 164,
  "cts.path.max_buffers": 3,
  "ys_seq_share_pct": 76.7
}
==> through the flow <==
step	instance area (µm²)	power, W	setup WS [ps]	util, %	hold WS, ps
after floorplan	80200	0.00250	22870	-	8240
after global placement	84600	0.00261	18700	42.4	8480
after detailed placement	84600	0.00262	18640	42.4	8490
after CTS	91000	0.00439	18600	45.6	7590
after global routing	91000	0.00448	18250	45.6	7610
final	91000	0.00436	18460	45.6	7630
==> synthesized netlist by cell type, types with 58 or more instances <==
master / instances / area [µm²]
nor3b_1: 141 / 1060
nand2b_1: 58 / 363
edfxtp_1: 2048 / 61500
nand3b_1: 138 / 1040
mux2i_1: 176 / 1760
a221oi_1: 275 / 2410
o21ai_0: 183 / 916
o22ai_1: 64 / 400
clkbuf_1: 201 / 754
and3_1: 142 / 888
a21oi_1: 70 / 350
buf_2: 128 / 641
a22oi_1: 248 / 1860
nor2_1: 77 / 289
nor3_1: 100 / 500
==> worst max-delay path, stage by stage <==
cell	delay [ps]
buf_8	410
buf_4	660
buf_4	700
buf_4	610
buf_4	600
mux2i_1	260
o22a_1	150
o211ai_1	180
a2111oi_0	1040
buf_4	280
a41oi_1	240
clkdlybuf4s50_1	520
==> power by group <==
part | switching (W) | internal [W]
registers | 0.00000287 | 0.00234
logic | 0.000164 | 0.0000687
clock network | 0.000774 | 0.00101
total | 0.000941 | 0.00341
==> cell type report <==
cell class | instances | share of cell area (%)
Inverter | 6 | 0.0275
Clock buffer | 252 | 5.83
Tap cell | 2656 | 3.65
Clock inverter | 124 | 1.11
Antenna cell | 2 | 0.00550
Sequential cell | 2048 | 67.6
Timing Repair Buffer | 295 | 2.49
Multi-Input combinational cell | 2226 | 19.3
==> kinds of logic after synthesis <==
kind of cell | after synthesis
AOI/OAI and AO/OA | 1187
muxes | 256
buffers and inverters | 400
and+or+nand+nor | 783
DFF | 2048
==> layer usage <==
layer	GRT usage, %	vias to the layer above	routed length, µm
li1	-	19694	-
met1	29.7	22600	76400
met2	35.4	2409	104000
met3	14.5	384	30500
met4	7.14	4	8380
met5	0.213	-	62
==> path summary, 6_finish.rpt <==
kind              depth (start not counted)  slack (ps)           start              to
setup / recovery                         12       18460      address[4]    read_data[9]
hold / removal                            1        7630  write_data[24]  Memory[29][24]
Power is estimated from default activity; no workload was simulated.
